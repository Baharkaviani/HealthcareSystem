File: design/flow/run.sh
#!/bin/bash
# OpenROAD 26Q1-2900-gdf79404cd8, Yosys 0.63+post, stock flow scripts
make -C /OpenROAD-flow-scripts/flow DESIGN_CONFIG=/design/flow/config.mk WORK_HOME=/design/flow/orfs finish
File: design/flow/config.mk
export PLATFORM = sky130hd
export DESIGN_NAME = NervousShockDetector
export DESIGN_NICKNAME = NervousShockDetector
export VERILOG_FILES = /design/flow/design.v
export SDC_FILE = /design/flow/constraint.sdc
export NUM_CORES = 4
export LEC_CHECK = 1
export CORE_AREA = 10 10 78 78
export DIE_AREA = 0 0 88 88
File: design/flow/constraint.sdc
current_design NervousShockDetector

set clk_period 4.2
set clk_io_pct 0.2

create_clock -name clk0 -period $clk_period [get_ports {clock}]

set non_clock_inputs [all_inputs -no_clocks]
set_input_delay [expr $clk_period * $clk_io_pct] -clock clk0 $non_clock_inputs
set_output_delay [expr $clk_period * $clk_io_pct] -clock clk0 [all_outputs]
File: design/flow/design.v
`timescale 1ns / 1ps
`default_nettype none
module NervousShockDetector(
        clock,
        inputdata,
     nervousAbnormality);
input clock;
input inputdata;
output [1:0] nervousAbnormality;
  reg [1:0] nervousAbnormality;
  reg [4:0] state;
  parameter s0 = 5'b00000,
        s1 = 5'b00001,
        s2 = 5'b00010,
        s3 = 5'b00011,
        s4 = 5'b00100,
        s5 = 5'b00101,
        s6 = 5'b00110,
        s7 = 5'b00111,
        s8 = 5'b01000,
        s9 = 5'b01001,
        s10 = 5'b01010,
        s11 = 5'b01011,
        s12 = 5'b01100,
        s13 = 5'b01101,
        s14 = 5'b01110,
        s15 = 5'b01111,
        s16 = 5'b10000,
        s17 = 5'b10001,
        s18 = 5'b10010,
        s19 = 5'b10011,
        s20 = 5'b10100;
  initial
  state = 5'b00000;
  always @ (posedge clock)
    case (state)
      s0: 
      if(inputdata)
        begin
          state = s1;
          nervousAbnormality <= 2'b00;
        end
      else
        begin
          state = s0;
          nervousAbnormality <= 2'b00;
        end
      s1: 
      if(inputdata)
        begin
          state = s1;
          nervousAbnormality <= 2'b00;
        end
      else
        begin
          state = s2;
          nervousAbnormality <= 2'b00;
        end
      s2: 
      if(inputdata)
        begin
          state = s3;
          nervousAbnormality <= 2'b00;
        end
      else
        begin
          state = s20;
          nervousAbnormality <= 2'b00;
        end
      s3: 
      if(inputdata)
        begin
          state = s1;
          nervousAbnormality <= 2'b00;
        end
      else
        begin
          state = s4;
          nervousAbnormality <= 2'b00;
        end
      s4: 
      if(inputdata)
        begin
          state = s5;
          nervousAbnormality <= 2'b00;
        end
      else
        begin
          state = s20;
          nervousAbnormality <= 2'b00;
        end
      s5: 
      if(inputdata)
        begin
          state = s1;
          nervousAbnormality <= 2'b00;
        end
      else
        begin
          state = s6;
          nervousAbnormality <= 2'b00;
        end
      s6: 
      if(inputdata)
        begin
          state = s7;
          nervousAbnormality <= 2'b00;
        end
      else
        begin
          state = s20;
          nervousAbnormality <= 2'b00;
        end
      s7: 
      if(inputdata)
        begin
          state = s11;
          nervousAbnormality <= 2'b00;
        end
      else
        begin
          state = s8;
          nervousAbnormality <= 2'b00;
        end
      s8: 
      if(inputdata)
        begin
          state = s9;
          nervousAbnormality <= 2'b00;
        end
      else
        begin
          state = s20;
          nervousAbnormality <= 2'b00;
        end
      s9: 
      if(inputdata)
        begin
          state = s1;
          nervousAbnormality <= 2'b00;
        end
      else
        begin
          state = s10;
          nervousAbnormality <= 2'b11;
        end
      s10: 
      if(inputdata)
        begin
          state = s9;
          nervousAbnormality <= 2'b00;
        end
      else
        begin
          state = s20;
          nervousAbnormality <= 2'b00;
        end
      s11: 
      if(inputdata)
        begin
          state = s12;
          nervousAbnormality <= 2'b00;
        end
      else
        begin
          state = s2;
          nervousAbnormality <= 2'b00;
        end
      s12: 
      if(inputdata)
        begin
          state = s1;
          nervousAbnormality <= 2'b00;
        end
      else
        begin
          state = s13;
          nervousAbnormality <= 2'b10;
        end
      s13: 
      if(inputdata)
        begin
          state = s3;
          nervousAbnormality <= 2'b00;
        end
      else
        begin
          state = s20;
          nervousAbnormality <= 2'b00;
        end
      s14: 
      if(inputdata)
        begin
          state = s1;
			 nervousAbnormality <= 2'b00;
  end
      else
        begin
          state = s15;
          nervousAbnormality <= 2'b00;
        end
      s15: 
      if(inputdata)
        begin
          state = s3;
          nervousAbnormality <= 2'b00;
        end
      else
        begin
          state = s16;
          nervousAbnormality <= 2'b00;
        end
      s16: 
      if(inputdata)
        begin
          state = s17;
          nervousAbnormality <= 2'b00;
        end
      else
        begin
          state = s0;
          nervousAbnormality <= 2'b00;
        end
      s17: 
      if(inputdata)
        begin
          state = s1;
          nervousAbnormality <= 2'b00;
        end
      else
        begin
          state = s18;
          nervousAbnormality <= 2'b00;
        end
      s18: 
      if(inputdata)
        begin
          state = s3;
          nervousAbnormality <= 2'b00;
        end
      else
        begin
          state = s19;
          nervousAbnormality <= 2'b01;
        end
      s19: 
      if(inputdata)
        begin
          state = s14;
          nervousAbnormality <= 2'b00;
        end
      else
        begin
          state = s0;
          nervousAbnormality <= 2'b00;
        end
      s20: 
      if(inputdata)
        begin
          state = s14;
          nervousAbnormality <= 2'b00;
        end
      else
        begin
          state = s0;
          nervousAbnormality <= 2'b00;
        end
      endcase
endmodule
==> qor.rpt <==
=================================================================================
Capture point of the critical path                                       state[1]
Number of global-route vias before repair                                     476
Worst setup SP type                                                  primary input
Arr. time, crit path                                                      2.28 ns
Tightest Hold Check Type                                             register to register
RSZ-0062 raised after global routing                                        false
Total chip power                                                         0.531 mW
Total Routed Length                                                       1340 um
Headroom to the max-slew limit                                              50.5%
DIE AREA                                                               7740 sq um
Hold violation count in the final report                                        0
Fraction of the core area occupied by cells at floorplan                    16.0%
Clock group share of total power                                            17.4%
# H-tree levels                                                                 1
Max-cap violations                                                              0
Maximum operating frequency                                               427 MHz
Rows                                                                           24
Power density over the cells                                          684 nW/um^2
Average wire length per cell after detail routing                         9.99 um
Post-detailed-route via-to-cell ratio                                        4.37
Number of gates on the worst path with buffers counted                          5
Count of different cell masters after synthesis                                37
Critical path class                                                  primary input to register
Critical Path Slowest Stage Cell                                     sky130_fd_sc_hd__clkdlybuf4s50_1
Crit-path max cell delay                                                  0.78 ns
DP Worst Slack                                                            1.62 ns
Fraction of final layout cells sized beyond drive strength 1                9.76%
Power share of the sequential group                                         41.0%
Worst setup startpoint                                                  inputdata
Yosys stat chip area                                                    706 sq um
Post-synthesis instance area                                            706 sq um
Max Fanout on Critical Path                                                    17
DRT Pass-1 Iters                                                                4
Number of standard cells reported by yosys                                     85
TritonCTS clock tree                                                        built
Number of instances in the synthesized netlist                                 85
Post-synth EDFFs                                                                7
Number of antenna violations at the first check in global routing               0
Seq share, synth                                                            29.8%
Worst r2r path cells                                                            4
Top Layout Cells                                                     sky130_fd_sc_hd__nand2_1 (10), sky130_fd_sc_hd__edfxtp_1 (7), sky130_fd_sc_hd__nor2_1 (6)
Post-route minimum period                                                 2.34 ns
Clock-pin slew on the worst setup and hold paths                          0.04 ns
Worst-case clock skew                                                  0.00362 ns
Required time at the worst-slack endpoint                                 4.14 ns
Fraction of synthesis flops using an asynchronous set or reset pin             0%
Avg Synthesized Cell Area                                              8.30 sq um
Maximum number of pins on one net before global-route repair                   23
Violation tally from detailed-route iteration zero                             41
Most used flip-flop cell                                             sky130_fd_sc_hd__edfxtp_1
Switching power summed over all nets                                     0.225 mW
Placed wire-length estimate after detailed placement                       922 um
Clock tree root buffer cell                                          sky130_fd_sc_hd__clkbuf_8
Tool warning count                                                             25
FF-to-FF Start                                                           state[0]
Number of primary I/O pins                                                      4
Total CTS buffers                                                               3
Yosys reg bits                                                                  7
Worst flop-to-flop path endpoint                                         state[3]
Portion of total power attributed to combinational logic                    41.7%
Smallest setup slack after layout                                         1.86 ns
Most common cell after layout, fill and taps aside                   sky130_fd_sc_hd__nand2_1
Ant. Diodes                                                                     0
Insertion Delay late pin                                                  0.23 ns
R2R Setup Slk                                                             2.47 ns
Post-detailed-route count of antenna-violating nets                             0
Buf/Inv on CP                                                                   1
Number of DRC violations after detailed routing                                 0
Max rail drop VDD                                                        0.190 mV
Height of the die                                                           88 um
Cts hold-fix bufs                                                               0
Internal power consumption                                               0.306 mW
Die width                                                                   88 um
Total of endpoints with negative setup slack in the final report                0
Static Leak                                                              0.257 nW
WHS                                                                      0.922 ns
Vias after detailed routing                                                   585
Final worst-path cycle share                                                55.8%
Remaining Overflow, GRT                                                         0
Post-CTS setup buffer count                                                     0
Longest Clk Path Bufs                                                           2
Cell-by-cell listing of the critical path                            clkdlybuf4s50_1, nand2b_1, nor2_1, a311oi_1, o32ai_1
Filler Cell Count                                                             476
Core Footprint                                                         4410 sq um
Port-buffer cells                                                               3
Max Slew Vio Count                                                              0
Sw Ratio                                                                    42.4%
Global routing usage summed across all routing layers                       3.79%
Resized Gates After CTS                                                         0
Routability-driven placement congestion ratio                               0.859
Status                                                               finished clean
Worst path top cell family by delay                                  buffers and inverters
Summed negative setup slack over all endpoints                               0 ns
Actual slew at the worst max-slew pin                                    0.742 ns
First-pass GRT wire length                                                2420 um
TritonCTS sink count                                                            7
Area growth, synth to finish                                                9.93%
Crit path capture type                                                   register
Yosys Warn Count                                                                1
Share of the core filled with cells in the final layout                     17.6%
=================================================================================
[Yosys cell counts (all sizes together) (2+ instances only)]
library cell | instances | area [sq um]
a21oi | 4 | 20.0
buf | 10 | 71.3
edfxtp | 7 | 210
inv | 2 | 7.51
nand2 | 10 | 37.5
nand2b | 5 | 31.3
nand3 | 2 | 10.0
nor2 | 6 | 22.5
nor2b | 5 | 31.3
nor3 | 3 | 15.0
o21ai | 7 | 38.8
o22ai | 4 | 25.0
o32ai | 2 | 25.0
[per-layer routing]
metal | vias up | track usage [%] | share of wire, %
li1 | 309 | - | -
met1 | 254 | 6.66 | 53
met2 | 20 | 3.77 | 37
met3 | 2 | 1.59 | 8.6
met4 | 0 | 0.725 | 1.4
met5 | - | 0 | 0
[kinds of logic (layout without fill, tap and decap cells)]
| family | Yosys count | in the layout | share of synthesized area [%] |
|---|---|---|---|
| AND-OR/OR-AND | 29 | 29 | 31.4 |
| flip-flops | 7 | 7 | 29.8 |
| buffers and inverters | 12 | 9 | 11.2 |
| XOR/XNOR | 1 | 1 | 1.24 |
| AND/OR/NAND/NOR | 35 | 35 | 25.0 |
| multiplexers | 1 | 1 | 1.42 |
[power by group through the flow]
stage,Combinational (mW),Sequential (mW),Clock [mW]
finish,0.221,0.217,0.0922
global route,0.255,0.232,0.100
CTS,0.221,0.217,0.0944
[through the flow]
step / std cells / cell area (sq um)
4_1_cts: 134 / 776
3_3_place_gp: 130 / 729
6_report: 134 / 776
3_5_place_dp: 130 / 729
2_1_floorplan: 85 / 706
5_1_grt: 134 / 776
[final cells by class]
type                       count  area [sq um]  area share (%)
multi-input combinational     66           417            53.7
sequential                     7           210            27.1
tap                           52          65.1            8.39
clock buffer                   3          41.3            5.32
timing repair buffer           3          30.0            3.87
inverter                       2          7.51           0.968
clock inverter                 1          5.00           0.645
[worst reg2reg max path, stage by stage, from the launching register on]
cell                       delay, ns
sky130_fd_sc_hd__edfxtp_1       0.63
sky130_fd_sc_hd__and2_1         0.30
sky130_fd_sc_hd__a22oi_1        0.21
sky130_fd_sc_hd__o22ai_1        0.11
sky130_fd_sc_hd__a22o_1         0.22
[worst min-delay path by stage]
stage	from	slack, ns	to	depth (start not counted)
4_1_cts	state[4]	0.94	nervousAbnormality[0]	1
5_1_grt	state[4]	0.99	nervousAbnormality[1]	1
6_report	state[4]	0.92	nervousAbnormality[1]	1
[sequential cells by signal (all words and copies together) (netlist names)]
signal	flops
state	5
nervousAbnormality	2
Power is estimated from default activity; no workload was simulated.
