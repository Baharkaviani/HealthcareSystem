## ./run.sh

```bash
#!/bin/bash
# OpenROAD 26Q1-2900-gdf79404cd8, Yosys 0.63+post, stock flow scripts
make -C /OpenROAD-flow-scripts/flow DESIGN_CONFIG=/design/flow/config.mk WORK_HOME=/design/flow/orfs finish
```

## ./config.mk

```make
export PLATFORM = sky130hd
export DESIGN_NAME = LogicHealthcareSystemController
export DESIGN_NICKNAME = LogicHealthcareSystemController
export VERILOG_FILES = /design/flow/design.v
export SDC_FILE = /design/flow/constraint.sdc
export NUM_CORES = 4
export LEC_CHECK = 1
export CORE_AREA = 10 10 70 70
export DIE_AREA = 0 0 80 80
```

## ./constraint.sdc

```tcl
current_design LogicHealthcareSystemController

set clk_period 2.7
set clk_io_pct 0.2

create_clock -name clk0 -period $clk_period [get_ports {clock}]

set non_clock_inputs [all_inputs -no_clocks]
set_input_delay [expr $clk_period * $clk_io_pct] -clock clk0 $non_clock_inputs
set_output_delay [expr $clk_period * $clk_io_pct] -clock clk0 [all_outputs]
```

## ./design.v

```verilog
`timescale 1ns / 1ps
`default_nettype none
module LogicHealthcareSystemController(  
    clock,
    presureAbnormality,
    bloodAbnormality,
    fallDetected,
    temperatureAbnormality,
    nervousAbnormality,
    abnormaliryWarning);
input clock;
input presureAbnormality;
input bloodAbnormality;
input fallDetected;
input temperatureAbnormality;
input [1:0] nervousAbnormality;
output [2:0] abnormaliryWarning;
	reg [2:0]state;
	wire[5:0] inputData = {presureAbnormality, bloodAbnormality, fallDetected, temperatureAbnormality, nervousAbnormality};
	parameter s0 = 3'b000,
        s1 = 3'b001,
        s2 = 3'b010,
        s3 = 3'b011,
        s4 = 3'b100,
        s5 = 3'b101,
        s6 = 3'b110;
	initial
	state = 3'b000;
	always @ (posedge clock)
		case (inputData)
			6'b000000: 
				state = s0;
			6'b000001: 
				state = s1;
			6'b000010: 
				state = s1;
			6'b000100: 
				state = s1;
			6'b001000: 
				state = s1;
			6'b010000: 
				state = s1;
			6'b100000: 
				state = s1;
			6'b000011: 
				state = s2;
			6'b000101: 
				state = s2;
			6'b001001: 
				state = s2;
			6'b010001: 
				state = s2;
			6'b100001: 
				state = s2;
			6'b000110: 
				state = s2;
			6'b001010: 
				state = s2;
			6'b010010: 
				state = s2;
			6'b100010: 
				state = s2;
			6'b001100: 
				state = s2;
			6'b010100:
				state = s2;
			6'b100100: 
				state = s2;
			6'b011000: 
				state = s2;
			6'b101000: 
				state = s2;
			6'b110000: 
				state = s2;
			6'b000111: 
				state = s3;
			6'b001011: 
				state = s3;
			6'b010011: 
				state = s3;
			6'b100011: 
				state = s3;
			6'b001101: 
				state = s3;
			6'b010101: 
				state = s3;
			6'b100101: 
				state = s3;
			6'b011001: 
				state = s3;
			6'b101001: 
				state = s3;
			6'b110001: 
				state = s3;
			6'b001110: 
				state = s3;
			6'b010110:
				state = s3;
			6'b100110: 
				state = s3;
			6'b011010: 
				state = s3;
			6'b101010: 
				state = s3;
			6'b110010: 
				state = s3;
			6'b011100: 
				state = s3;
			6'b101100: 
				state = s3;
			6'b110100: 
				state = s3;
			6'b111000: 
				state = s3;
			6'b001111: 
				state = s4;
			6'b010111: 
				state = s4;
			6'b100111: 
				state = s4;
			6'b011011: 
				state = s4;
			6'b101011: 
				state = s4;
			6'b110011: 
				state = s4;
			6'b011101: 
				state = s4;
			6'b101101: 
				state = s4;
			6'b110101: 
				state = s4;
			6'b111001: 
				state = s4;
			6'b011110:
				state = s4;
			6'b101110: 
				state = s4;
			6'b110110: 
				state = s4;
			6'b111010: 
				state = s4;
			6'b111100: 
				state = s4;
			6'b011111: 
				state = s5;
			6'b101111: 
				state = s5;
			6'b110011: 
				state = s5;
			6'b111011: 
				state = s5;
			6'b111101: 
				state = s5;
			6'b111110: 
				state = s5;
			6'b111111: 
				state = s6;
		endcase
		assign abnormaliryWarning = state;
endmodule
```

==> metrics.cfg <==
[logic_synthesis]
ys_types = 34
synth_top_area_share_pct = 19.9
synth_area_sq_um = 453
ys_ff = 3
ys_top_cells_by_area = edfxtp_1 (20%), xnor2_1 (5.8%), buf_2 (4.4%), nor3_1 (4.4%), o2111ai_1 (3.9%)
postSynthSeqShare_pct = 19.9
ff_type = edfxtp_1
yosys.area.top_type = edfxtp_1
yosysWarnings = 1
postSynthCellCount = 57
ys_cells = 57
yosysChipArea_sq_um = 453
syn_area_per_cell_sq_um = 7.95
edf_count = 3
synthArstFlopShare_pct = 0

[placement]
gp_congestion = 0.837
dp_hpwl_microns = 838
io_buffers = 9

[floorplanning]
num_rows = 21
core_area_sq_mm = 0.00342
initCoreUtil_pct = 13.3
die_area_sq_mm = 0.00640
die_x_microns = 80
io_pins = 10
die_height_microns = 80

[route]
viasPerCell = 4.13
vias = 467
diodes = 0
routedWlPerCell_microns = 9.43
drtAntennaViolNets = 0
drt-pass1-iter-count = 4
dr.first_iter.drc_count = 24
routed_wl_microns = 1070
drc = 0

[power_and_ir_drop]
p_switching_uw = 64.2
clkPwrFrac_pct = 34.5
pwr-share-seq_pct = 27.5
peakVddDrop_uv = 102
p_leak_uw = 0.000220
power_density_mw_per_mm2 = 368
p_int_uw = 162
p_comb_share_pct = 38.0
switching_share_pct = 28.3

[worst_setup_path]
worst_ep_arrival_time_ns = 2.18
crit_fanout = 13
required_ns = 2.68
crit_type = primary input to register
cp-end-kind = register
worstSetupStartpointType = primary input

[hold_path]
holdCritStartpoint = presureAbnormality
hold_depth = 2
hold_path_class = primary input to register
min_to = state[2]

[clock_network]
ctsResizeCount = 0
tritoncts = done
cts_made_buffers = 3
hold_buffers = 0
htree_levels = 1
clk_pin_slew_ns = 0.04
clkSinkCount = 3
cts_root_buf = clkbuf_4
post-cts-setup-buffers = 0
cts_max_path_buffers = 2

[layout]
syn_to_final_growth_pct = 35.6
layout_top_cell = clkdlybuf4s50_1
drive_gt1_share_pct = 17.9
final_cell_mix = clkdlybuf4s50_1 (9), nor3_1 (4)
nFillCells = 398
largest_register_ffs = 3
final_util_pct = 18.0

[grt]
grt_usage_pct = 3.25
grt_pass1_wl_microns = 1770
grt_pass1_vias = 411
grt_max_degree = 15
grt_antenna_before_repair = 0
gr-total-overflow = 0

[sta]
finalSetupViolCount = 0
slew_headroom_pct = 68.1
tightest_slew_ns = 0.476
tns_ns = 0
hold_violations = 0
post-route-min-period_ns = 2.20
finalCritPeriodShare_pct = 81.4
fmax_ghz = 0.455
grt_setup_unrepaired = false
drv_slew = 0

[run_status]
status = finished clean

[job]
maxCapViolCount = 0
tool_warnings = 25

-- per-layer routing --
layer,routed length (microns),up-vias,global-route usage [%]
met5,0,-,0
li1,-,237,-
met3,113,0,1.14
met2,407,25,4.33
met1,546,205,4.82
met4,0,0,0.704
-- cell families (layout without fill, tap and decap cells) --
kind of cell | after synthesis | in the layout | share of synthesized area, %
compound gates | 20 | 20 | 33.2
mux | 1 | 1 | 2.21
xor+xnor | 5 | 5 | 11.3
simple gates | 19 | 19 | 23.2
buf+inv | 9 | 19 | 10.2
flops | 3 | 3 | 19.9
-- per-stage QoR --
stage	total power (uW)	worst slack (ns)	instances	instance area, sq um	hold WS, ns
3_3_place_gp	148	0.332	109	588	1.29
5_1_grt	249	0.383	113	614	1.21
4_1_cts	233	0.547	113	614	1.17
2_1_floorplan	114	1.08	57	453	0.810
6_report	226	0.501	113	614	1.19
3_5_place_dp	149	0.297	109	588	1.29
-- power by group through the flow --
stage / clock network, uW / registers (uW) / logic (uW)
4_1_cts: 84.2 / 62.3 / 86.2
5_1_grt: 90.7 / 63.2 / 94.9
6_report: 78.1 / 62.2 / 86.0
-- critical path, cell delays in order --
cell	delay, ns
clkdlybuf4s50_1	0.63
or2_2	0.43
a211oi_1	0.24
nor3_1	0.11
a32o_1	0.22
-- layout make-up --
type | instances | area (sq um) | share of cell area [%]
Clock buffer | 4 | 26.3 | 4.28
Inverter | 3 | 11.3 | 1.83
Sequential cell | 3 | 90.1 | 14.7
Multi-Input combinational cell | 45 | 317 | 51.5
Tap cell | 46 | 57.6 | 9.37
Timing Repair Buffer | 12 | 113 | 18.3
-- worst max-delay path by stage --
stage / endpoint / slack (ns) / depth (start not counted) / from
CTS: state[1] / 0.55 / 5 / temperatureAbnormality
finish: state[1] / 0.50 / 5 / temperatureAbnormality
global route: state[1] / 0.38 / 5 / nervousAbnormality[0]
-- synth_stat cells (all sizes together), types with 2 or more instances --
cell type	instances
edfxtp	3
o21ai	4
or2	2
nand2	3
inv	3
nor3	5
xor2	2
xnor2	3
buf	6
nand3	2
a21oi	2
nor2	3
o2111ai	2
Power is estimated from default activity; no workload was simulated.
